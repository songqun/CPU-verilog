==> ./design.v <==
`timescale 1ns / 1ps
module dataMemory(address, writeData, memWrite, memRead, readData, clk);
	input [31:0]address;
	input [31:0]writeData;
	input	memWrite, memRead, clk;
	output [31:0] readData;
	reg [31:0] memory[0:127];  
	integer i;
	initial begin
		for (i=0;i<128;i=i+1)
		begin
			memory[i]=32'b0;
		end
	end
	always@(posedge clk)
	begin
		if (memWrite==1'b1)
			memory[address]<=writeData;
	end
	assign readData=(memRead)?memory[address]:32'b0;
endmodule
==> ./run.sh <==
#!/bin/bash
# OpenROAD 26Q1-2900-gdf79404cd8, Yosys 0.63+post, stock flow scripts
make -C /OpenROAD-flow-scripts/flow DESIGN_CONFIG=/design/flow/config.mk WORK_HOME=/design/flow/orfs finish
==> ./config.mk <==
export PLATFORM = sky130hd
export DESIGN_NAME = dataMemory
export DESIGN_NICKNAME = dataMemory
export VERILOG_FILES = /design/flow/design.v
export SDC_FILE = /design/flow/constraint.sdc
export NUM_CORES = 4
export LEC_CHECK = 1
export CORE_UTILIZATION = 50
==> ./constraint.sdc <==
current_design dataMemory

set clk_period 79.2
set clk_io_pct 0.2

create_clock -name clk0 -period $clk_period [get_ports {clk}]

set non_clock_inputs [all_inputs -no_clocks]
set_input_delay [expr $clk_period * $clk_io_pct] -clock clk0 $non_clock_inputs
set_output_delay [expr $clk_period * $clk_io_pct] -clock clk0 [all_outputs]
==> reports/metrics.csv <==
stage,metric,value,unit
global_routing,vias in the first global route,96800,
pwr,Power per Cell Area,25.4,nW/um2
synthesis,Cells after Synth,9202,
routing,post-DR wirelength/cell,36.3,um
clock_network,Post-CTS Hold Fix Bufs,0,
clock_network,CTS tree,built,
final_timing,endpoints failing setup,0,
floorplan,die height,563,um
placed_design,# port buffers,73,
hold_path,min-delay src,writeData[3],
clock_network,CTS Buf Count,411,
global_routing,first-pass GRT wire length,711,mm
pwr,static leakage,56.2,nW
synthesis,"FF+latch count, synth",4096,
final_timing,RSZ-0062 raised after global routing,false,
floorplan,CORE AREA,312000,um2
routing,Via density,6.58,
critical_path,Worst EP arrival,22.63,ns
routing,Final ANT Viol Nets,0,
final_timing,max-slew violations,0,
floorplan,cell row count,205,
cells_and_area,top flop regs,memory x4096,
synthesis,Synth Area in Adders,0,%
global_routing,largest net degree at the start of global routing,85,
critical_path,Required @ worst endpoint,63.36,ns
critical_path,CP max FO,42,
synthesis,top_reg_cell synth,edfxtp_1,
final_timing,"Hold Violations, Final",0,
routing,1st-pass router iterations,9,
synthesis,Post-synth seq share,78.3,%
floorplan,Floorplan Utilization,50.3,%
routing,WL met1,146,mm
placed_design,GP Congestion,0.976,
synthesis,Simple-Gate Area Share,3.23,%
synthesis,Post-synth ARST share,0,%
clock_network,"CTS clk-pin slew, worst paths",0.06,ns
run_status,status,"complete, no violations",
clock_network,Root Buffer Master,clkbuf_16,
cells_and_area,Layout area overhead,12.9,%
global_routing,grt ovf,0,
critical_path,startpoint types,input port,
routing,# DRC,0,
routing,Met3 Routed Length,103,mm
run,# Max-Cap Violations,0,
routing,Detailed Route Iter0 Violations,7537,
global_routing,initial antenna violation count,37,
final_timing,Max Fclk,0.0260,GHz
routing,Vias,92000,
routing,Post-Route WL,507,mm
final_timing,headroom to the max-slew limit,10.3,%
hold_path,HP Class,in -> reg,
final_timing,post-layout minimum cycle time,38.47,ns
synthesis,yosys aoi share,11.7,%
final_timing,Final Cycle Share,48.6,%
synthesis,synth unique cells,71,
synthesis,"top comb family, area",AND-OR/OR-AND gates,
pwr,VDD IR max,0.0203,mV
synthesis,flip-flops with a built-in enable,4096,
cells_and_area,layout cell share with drive strength beyond 1,15.2,%
clock_network,clk buf depth,4,
cells_and_area,max FFs per register,4096,
critical_path,Critical Path End Type,primary output,
floorplan,die width,563,um
clock_network,CTS Sinks,4096,
placed_design,Placed Area,165000,um2
critical_path,Setup Crit Path Kind,in -> out,
synthesis,Yosys Instances,9202,
clock_network,Resized cells post-CTS,0,
run,tool warning count,51,
routing,met2 routed WL,223,mm
cells_and_area,final core utilization,56.8,%
clock_network,H-tree level count,5,
final_timing,Hold Slack,15.15,ns
floorplan,die area,317000,um2
critical_path,Critical path origin,address[1],
synthesis,Post-Synth XOR/XNOR Area,0,%
clock_network,Post-CTS Setup Bufs,0,
cells_and_area,"Design Area, Final",177000,um2
global_routing,Global Route Usage Sum,36.2,%
cells_and_area,Largest Register,memory,
synthesis,Post-Syn Area,157000,um2
final_timing,measured slew at the worst slew-check pin,1.34,ns
routing,uppermost routed layer,met5,
synthesis,Multiplexer share,4.78,%
synthesis,yosys synthesis chip area,157000,um2
placed_design,HPWL after DPL,296,mm
floorplan,IO Pins,99,
synthesis,"Avg Cell Area, Syn",17.1,um2
synthesis,Ys Warns,1,
final_timing,setup TNS,0,ns
cell usage in the layout (no fill, tap or decap), drive strengths merged, types with 20 or more instances in the layout:
cell	synthesis	routed
a21oi	568	568
o2111ai	25	25
o22a	34	34
mux2i	399	399
a31oi	53	53
inv	9	22
a221o	48	48
diode	0	51
nor3	61	61
a32oi	21	21
nor2b	42	42
edfxtp	4096	4096
mux4	77	77
a211oi	30	30
clkinv	3	186
clkbuf	303	515
o211ai	20	20
o21ai	225	225
nand2	647	647
buf	397	521
a221oi	394	394
clkdlybuf4s50	0	35
o22ai	196	196
a222oi	175	175
o2bb2ai	43	43
o221ai	113	113
mux2	158	158
a22oi	392	392
or3	20	20
a22o	80	80
nor2	357	357
Yosys cell counts (12+ instances only):
master,count,area share [%]
edfxtp_1,4096,78
nand2_1,646,1.5
a21oi_1,568,1.8
mux2i_1,399,2.5
a221oi_1,394,2.2
a22oi_1,392,1.9
nor2_1,357,0.85
clkbuf_1,303,0.72
buf_2,243,0.77
o21ai_0,225,0.72
o22ai_1,196,0.78
a222oi_1,175,1.1
mux2_2,158,1.1
o221ai_1,113,0.63
buf_1,104,0.25
a22o_1,80,0.45
mux4_2,77,1.1
nor3_1,60,0.19
a31oi_1,53,0.21
a221o_1,48,0.31
o2bb2ai_1,43,0.24
nor2b_1,42,0.17
buf_4,40,0.19
o22a_1,34,0.19
a211oi_1,30,0.14
o2111ai_1,25,0.14
a32oi_1,21,0.12
o211ai_1,20,0.096
or3_1,20,0.080
o31ai_1,19,0.091
o32ai_1,19,0.11
nand3_1,18,0.057
a2111oi_0,14,0.078
and2_1,12,0.048
nor4_1,12,0.048
power by group:
part | switching (W) | internal [W] | total, W
Combinational | 0.000203 | 0.0000698 | 0.000273
Sequential | 0.00000175 | 0.00239 | 0.00240
Clock | 0.000810 | 0.00102 | 0.00183
Total | 0.00101 | 0.00349 | 0.00450
worst paths after layout:
check                        to  slack [ns]  cells after the start
setup / recovery    readData[7]       40.73                     15
hold / removal    memory[92][3]       15.15                      1
cell families (layout without fill, tap and decap cells):
kind of cell	count (synthesis)	after routing
other	0	51
and+or+nand+nor	1218	1218
AOI/OAI and AO/OA	2542	2542
DFF	4096	4096
muxes	634	634
buffers and inverters	712	1303
cell type report:
cell class              instances  area [um2]
diodes                         51         128
well taps                    4140        5180
multi-input cells            4394       32100
clock buffers                 515       10800
flip-flops and latches       4096      123000
inverters                      12        62.6
fillers                     22900      135000
repair buffers                556        4410
clock inverters               220        1810
stage by stage:
step / setup WS (ns) / instances / total power (W)
2_1_floorplan: 45.61 / 9202 / 0.00256
3_3_place_gp: 41.06 / 13200 / 0.00270
3_5_place_dp: 41.11 / 13200 / 0.00271
4_1_cts: 41.09 / 13900 / 0.00451
5_1_grt: 40.70 / 14000 / 0.00461
6_report: 40.73 / 14000 / 0.00450
worst max-delay path, stage by stage:
cell and delay (ns):
buf_8 0.34, buf_4 0.59, buf_4 0.60, nor2b_4 0.29, buf_4 0.43, buf_4 0.64
buf_4 0.57, buf_4 0.56, a22o_1 0.21, nand2_1 0.06, o221ai_1 0.27, a221oi_1 0.22
a21oi_1 0.69, or4b_1 0.46, clkdlybuf4s50_1 0.54
layer usage:
layer / track usage [%] / vias up
met1: 40.6 / 45100
met4: 18.0 / 57
met2: 48.5 / 7074
met3: 31.1 / 1231
met5: 4.59 / -
li1: - / 38500
Power and IR drop assume default switching activity.
