[flow/config.mk]
export PLATFORM = sky130hd
export DESIGN_NAME = registers
export DESIGN_NICKNAME = registers
export VERILOG_FILES = /design/flow/design.v
export SDC_FILE = /design/flow/constraint.sdc
export NUM_CORES = 4
export LEC_CHECK = 1
export CORE_UTILIZATION = 50
[flow/constraint.sdc]
current_design registers

set clk_period 5.1
set clk_io_pct 0.2

create_clock -name clk0 -period $clk_period [get_ports {clk}]

set non_clock_inputs [all_inputs -no_clocks]
set_input_delay [expr $clk_period * $clk_io_pct] -clock clk0 $non_clock_inputs
set_output_delay [expr $clk_period * $clk_io_pct] -clock clk0 [all_outputs]
[flow/design.v]
`timescale 1ns / 1ps
module registers(readReg1, readReg2, writeReg, writeData, readData1, readData2, RegWrite, clk);
	input RegWrite, clk;
	input [31:0] writeData;
	input [4:0] readReg1;
	input [4:0] readReg2;
	input [4:0] writeReg;
	output [31:0] readData1;
	output [31:0] readData2;
	reg [31:0] Reg[0:31];  
	integer i;
	initial begin
		for (i=0;i<32;i=i+1)
		begin
			Reg[i]=32'b0;
		end
	end
	always @(posedge clk)
	begin
		if (RegWrite==1'b1)
			Reg[writeReg]<=writeData;
	end
	assign readData1=Reg[readReg1];
	assign readData2=Reg[readReg2];
endmodule
[flow/run.sh]
#!/bin/bash
# OpenROAD 26Q1-2900-gdf79404cd8, Yosys 0.63+post, stock flow scripts
make -C /OpenROAD-flow-scripts/flow DESIGN_CONFIG=/design/flow/config.mk WORK_HOME=/design/flow/orfs finish
==> results_slide.txt <==
Synthesis and Place & Route Summary

Route
  • Initial drt markers: 2414
  • Pre-Repair DR Iteration Count: 5
  • Vias per Instance: 6.38
  • Via count: 31400
  • Routed WL per cell: 31.2 um
  • Total Wirelength: 153000 um
  • DRC errors left: 0
  • Final antenna-violating net count: 0

Pwr
  • Worst IR drop on VDD: 264 uV
  • Static leakage: 0.0207 uW
  • PwrDens: 340 mW/mm^2
  • Design Power: 19100 uW

Worst hold path
  • Hold Crit Class: in -> reg

Clock network
  • Clock Sinks: 1024
  • Root buf cell: clkbuf_16
  • Hold_buf cts: 0
  • Number of setup buffers added after CTS: 0
  • # H-tree levels: 3
  • CTS resizes: 0
  • TritonCTS clock tree: yes
  • Clock-pin slew on the worst setup and hold paths: 0.06 ns
  • CTS buffer count: 109
  • CTS max path bufs: 3

Final timing
  • Fin Hold WS: 1.16 ns
  • Setup tns final: 0 ns
  • Worst-Margin Slew: 1.02 ns
  • Final Max Tran Viols: 0
  • Fmax: 0.205 GHz
  • Rel. slew slack: 32.1%
  • Final setup vio count: 0
  • Final period util: 95.6%
  • RSZ-0062 raised after global routing: false
  • Clock period minus worst slack: 4.87 ns
  • Fin. Hold Viols: 0

GRT
  • Met2 Use GR: 46.9%
  • First-pass GRT wire length: 222000 um
  • Largest net degree at the start of global routing: 67
  • GRT Resource Usage Total: 34.4%
  • Met3 global-route usage: 26.2%
  • Busiest grt layer: met2
  • Vias in the first global route: 32900
  • Routing usage on met1: 45.6%
  • Gr ovfl total: 0
  • Initial antenna violation count: 6

Floorplan
  • Die span in y: 314 um
  • Pre-Place Util: 50.5%
  • Die X-Extent: 314 um
  • I/O pins: 113
  • Chip area: 0.0988 sq mm
  • Core Box Area: 0.0967 sq mm
  • FP Rows: 114

Critical path
  • Buf/Inv on CP: 4
  • CP Capture Type: output port
  • Slowest cell on the critical path: clkdlybuf4s50_1
  • Crit path cell chain: clkdlybuf4s50_1 -> nor2b_4 -> buf_12 -> buf_4 -> nand2_1 -> a31oi_1 -> nand3_1 -> clkdlybuf4s50_1
  • CP max stage delay: 0.62 ns
  • CP Depth: 8
  • Crit path DAT: 3.85 ns
  • Critical path's top delay family: buffers and inverters
  • Worst path most repeated cell: clkdlybuf4s50_1
  • CP startpoint kind: input pin
  • CP max FO: 25
  • Worst setup path endpoint: readData2[18]
  • Critical Path Source: readReg2[2]
  • Worst Path Class, Setup: in -> out
  • Data required time of the worst path: 4.08 ns

Placement
  • IO Port Bufs: 112
  • Post-DP HPWL: 90000 um
  • Gpl congestion: 0.895

Synth
  • Yosys Instances: 3386
  • Mux frac, synth: 21.0%
  • Registers, synthesis: 1024
  • Basic Gates by Area: 4.71%
  • Seq share, synth: 63.0%
  • Post-Syn Area: 0.0488 sq mm
  • Top logic family: multiplexers
  • Post-synthesis cell count: 3386
  • Synthesis area per yosys: 0.0488 sq mm
  • FA/HA/MAJ Cells, Area Fraction: 0%
  • Synthesized area per cell: 14.4 sq um
  • Synth warn: 1
  • Unique cell types: 23
  • Complex Gates by Area: 8.04%
  • Xor/xnor share: 0%

Layout
  • Sequential cell area: 0.0307 sq mm
  • Combinational gate area: 0.0168 sq mm
  • Final Core Density: 58.0%
  • Share of cells above drive strength 1: 10.6%
  • # fillers: 7175
  • Syn-to-layout area delta: 14.9%
  • Register with the most flip-flops: Reg
  • Top Registers: Reg: 1024 flops
  • Largest register FFs: 1024

Run status
  • Status: finished clean

Flow run
  • Tool warning count: 26
  • Max-cap violations: 0
-- metrics by stage --
| stage | instance area, sq um | cells | worst slack [ns] |
|---|---|---|---|
| 2_1_floorplan | 48800 | 3386 | 1.65 |
| 3_3_place_gp | 52500 | 4705 | 0.374 |
| 3_5_place_dp | 52500 | 4705 | 0.329 |
| 4_1_cts | 56100 | 4907 | 0.323 |
| 5_1_grt | 56100 | 4910 | 0.202 |
| 6_report | 56100 | 4912 | 0.226 |
-- synthesized netlist by cell type, drive strengths merged --
cell    count  area (sq um)
nand2     195           732
nor3       64           320
a31oi      64           400
a22o      128          1120
mux2i    1024         10200
a22oi     192          1440
nor2       35           131
nand3     194           971
nor2b       4          25.0
or3         1          6.26
or3b        3          26.3
nand3b      5          37.5
buf       163          1210
edfxtp   1024         30700
and2        2          12.5
a21oi     192           961
nand2b      4          25.0
or2         2          12.5
clkbuf     90           353
-- how the worst min path moves through the flow --
stage,slack (ns),from,to,depth (start not counted)
CTS,1.12,writeData[21],Reg[11][21],2
global route,1.16,writeData[21],Reg[26][21],2
finish,1.16,writeData[21],Reg[26][21],2
-- layout make-up --
cell class / count / share of cell area [%]
repair buffers: 296 / 6.07
clock inverters: 72 / 1.17
well taps: 1276 / 2.85
diodes: 5 / 0.0223
clock buffers: 130 / 5.12
multi-input cells: 2109 / 29.9
flip-flops and latches: 1024 / 54.8
-- where the power goes --
part | leakage, uW | switching (uW) | internal (uW)
sequential | 0.00922 | 41.2 | 9370
clock | 0.00172 | 3240 | 4590
combinational | 0.00974 | 1100 | 715
total | 0.0207 | 4390 | 14700
-- cells in the final DEF (no fill, tap or decap), drive strengths merged --
| master | n |
|---|---|
| a21oi | 192 |
| a22o | 128 |
| a22oi | 192 |
| a31oi | 64 |
| and2 | 2 |
| buf | 186 |
| bufinv | 12 |
| clkbuf | 130 |
| clkdlybuf4s50 | 110 |
| clkinv | 54 |
| clkinvlp | 3 |
| diode | 5 |
| edfxtp | 1024 |
| inv | 3 |
| mux2i | 1024 |
| nand2 | 195 |
| nand2b | 4 |
| nand3 | 194 |
| nand3b | 5 |
| nor2 | 35 |
| nor2b | 4 |
| nor3 | 64 |
| or2 | 2 |
| or3 | 1 |
| or3b | 3 |
-- layer usage --
layer / vias to the layer above / wire length (um)
met2: 2068 / 66800
met4: 10 / 4680
met3: 268 / 27700
met5: - / 175
li1: 13700 / -
met1: 15300 / 54000
-- logic make-up after synthesis --
group | Yosys count
flops | 1024
mux | 1024
simple gates | 509
compound gates | 576
buf+inv | 253
Power figures rest on the tool's default switching activity, not on a simulated workload.
